==> flow/design.v <==
       module LedScan (
         input clk12MHz, 
         input [7:0] leds1,		
         input [7:0] leds2,
         input [7:0] leds3,
         input [7:0] leds4,
         output reg [7:0] leds, 
         output reg [3:0] lcol
       );
       reg [17:0] timer = 12'b0;
       always @ (posedge clk12MHz) begin
         case (timer[17:16])
           2'b00: begin
             leds[7:0] <= leds1[7:0];
             lcol[3:0] <= 4'b1110;
           end	    
           2'b01: begin
             leds[7:0] <= leds2[7:0];
             lcol[3:0] <= 4'b1101;
           end	    
           2'b10: begin
             leds[7:0] <= leds3[7:0];
             lcol[3:0] <= 4'b1011;
           end	    
           2'b11: begin
             leds[7:0] <= leds4[7:0];
             lcol[3:0] <= 4'b0111;
           end	    
         endcase
       end
       always @ (posedge clk12MHz) begin
        timer <= timer + 1;
    end
endmodule
`default_nettype none
    module mul
    #(
        parameter WIDTH = 16
    )
    (
        input      [WIDTH-1:0]      a,
        input      [WIDTH-1:0]      b,
        output reg [(WIDTH<<1)-1:0] c = 0
    );
reg [(WIDTH<<1)-1:0] tmp;
reg  [(WIDTH<<1)-1:0] add_a[WIDTH-1:0];
reg  [(WIDTH<<1)-1:0] add_b[WIDTH-1:0];
wire [(WIDTH<<1)-1:0] add_y[WIDTH-1:0];
genvar k;
generate for (k = 0; k < WIDTH; k = k +1) begin
        full_addr #(WIDTH<<1) full_addr_i(add_a[k], add_b[k], add_y[k]);
    end endgenerate
integer i;
integer j;
generate always @(*) begin
        tmp = 0;
        c   = 0;
        for (j = 0; j < WIDTH; j = j + 1) begin
            for (i = 0; i < WIDTH; i = i + 1) begin
                tmp[i] = b[i] & a[j];
            end
            add_a[j] = c;
            add_b[j] = (tmp << j);
            c = add_y[j];
        end
    end endgenerate
endmodule
    module full_addr
    #(
        parameter WIDTH = 16
    )
    (
        input      [WIDTH-1:0] a,
        input      [WIDTH-1:0] b,
        output reg [WIDTH-1:0] y = 0
    );
integer i;
reg [WIDTH-1:0] c = 1;
generate always @(*) begin
        c[0] = 0;
        y[0] = c[0] ^ (a[0] ^ b[0]);
        c[0] = a[0]&b[0] | b[0]&c[0] | a[0]&c[0];
        for (i = 1; i < WIDTH; i = i +1) begin
            y[i] = c[i -1] ^ (a[i] ^ b[i]);
            c[i] = a[i]&b[i] | b[i]&c[i -1] | a[i]&c[i -1];
        end
    end endgenerate
endmodule
module top(input clk12MHz,
           input  resetn,
           output led1,
           output led2,
           output led3,
           output led4,
           output led5,
           output led6,
           output led7,
           output led8,
           output lcol1,
           output lcol2,
           output lcol3,
           output lcol4);
reg [7:0] leds1;
reg [7:0] leds2;
reg [7:0] leds3;
reg [7:0] leds4;
wire [7:0] leds;
wire [3:0] lcol;
assign { led8, led7, led6, led5, led4, led3, led2, led1 } = leds[7:0];
assign { lcol4, lcol3, lcol2, lcol1 } = lcol[3:0];
LedScan scan (
            .clk12MHz(clk12MHz),
            .leds1(leds1),
            .leds2(leds2),
            .leds3(leds3),
            .leds4(leds4),
            .leds(leds),
            .lcol(lcol)
        );
localparam WIDTH = 8;
localparam WAIT_STATES = 12_000_0;
reg  [WIDTH-1:0] a;
reg  [WIDTH-1:0] b;
wire [(WIDTH<<1)-1:0] c;
wire clk = clk12MHz;
mul #(WIDTH) mul_i(a, b, c);
assign leds4 = ~a;
assign leds3 = ~b;
assign leds2 = ~c[7:0];
assign leds1 = ~(c[15:8]);
reg [2:0] state = 0;
reg [2:0] return_state = 0;
reg [31:0] wait_states = 0;
always @(posedge clk) begin
  if (~resetn) state <= 0;
  else
    case (state)
        0: begin
            a <= 0;
            b <= 0;
            state <= 1;
        end
        1: begin
            a <= a + 1;
            wait_states <= WAIT_STATES;
            state <= 3;
            return_state <= &a ? 2 : 1;
        end
        2: begin
            b <= b + 1;
            wait_states <= WAIT_STATES;
            return_state <= 1;
            state <= 3;
        end
        3: begin
            wait_states <= wait_states - 1;
            if (wait_states == 1) state <= return_state;
        end
    endcase
end
endmodule
==> flow/run.sh <==
#!/bin/bash
# OpenROAD 26Q1-2900-gdf79404cd8, Yosys 0.63+post, stock flow scripts
make -C /OpenROAD-flow-scripts/flow DESIGN_CONFIG=/design/flow/config.mk WORK_HOME=/design/flow/orfs finish
==> flow/config.mk <==
export PLATFORM = sky130hd
export DESIGN_NAME = top
export DESIGN_NICKNAME = top
export VERILOG_FILES = /design/flow/design.v
export SDC_FILE = /design/flow/constraint.sdc
export NUM_CORES = 4
export LEC_CHECK = 1
export CORE_UTILIZATION = 40
==> flow/constraint.sdc <==
current_design top

set clk_period 11.1
set clk_io_pct 0.2

create_clock -name clk0 -period $clk_period [get_ports {clk12MHz}]

set non_clock_inputs [all_inputs -no_clocks]
set_input_delay [expr $clk_period * $clk_io_pct] -clock clk0 $non_clock_inputs
set_output_delay [expr $clk_period * $clk_io_pct] -clock clk0 [all_outputs]
==> impl_metrics.yaml <==
# generated from flow reports
run_status:
  status: "complete, no violations"
final_layout:
  finalInstanceArea_um2: 6170
  area_growth_pct: 9.822
  fin_cells: 714
  drive_gt1_frac: 0.06134
  fill_cells: 1246
timing:
  drv_slew: 0
  setup_viol: 0
  finalCriticalPeriod_ps: 9785
  fmax_ghz: 0.1022
  tightest_slew_ps: 775.9
  skew_ps: 6.250
  finalSetupTns_ps: 0
  min_period_over_period: 0.8815
  finalHoldViolCount: 0
  rsz0062_at_grt: "no"
  maxSlewHeadroom: 0.4822
placement:
  numPortBuffers: 13
  placedCellCount: 698
  dp_hpwl_um: 6767
  gp_congestion: 0.8094
  dpl_cell_area_um2: 5881
setup_path:
  path_common_cell: "fa_1"
  crit_family: "adder cells"
  cp-start-kind: "register"
  end_kind: "register"
  max_stage_delay_ps: 580
  cpMaxStageDelayCell: "edfxtp_1"
  cp_max_fo: 11
  critPathKind: "register to register"
  cp_data_arrival_time_ps: 10010
  cp_num_buf_inv: 7
  cp.required_ps: 11330
synth:
  synth-area-yosys_um2: 5618
  ys_seq_share: 0.3813
  synthTopCellsByCount: "60 x inv_1, 59 x and2_1, 50 x edfxtp_1"
  synth_cell_types: 37
  yosys_warnings: 12
  yosysTopAreaCell: "edfxtp_1"
  synth_area_per_cell_um2: 10.50
  synth_top_area_share: 0.2673
  synthArstFlopShare: 0
  ff_type: "edfxtp_1"
  ys_cells: 535
  top_cells_by_area: "edfxtp_1 27%, fa_1 17%, dfxtp_1 11%"
  edf_count: 50
  ys_ff: 82
  syn_area_um2: 5618
  synth_cells: 535
  yosysMostFrequentCell: "inv_1"
clock_network:
  clock_latency_ps: 330
  cts_tree: "done"
  ctsRootBufferMaster: "clkbuf_16"
  cts_setup_buffers: 0
  cts.sinks: 82
  htreeDepth: 3
  cts_buffers: 9
  path_clk_slew_ps: 60
  holdBufCountCts: 0
  cts_resized: 0
  clockBufferDepth: 2
routing:
  wl_per_cell_um: 13.10
  firstDrtPassIters: 4
  drc: 0
  dr_wl_met3_um: 391
  vias: 3570
  ant_nets: 0
  diodes: 0
  m1WireLength_um: 4316
  top_layer: "met4"
  dr_wl_met2_um: 4580
  post_drt_via_cell_ratio: 5.000
  drt_iter0_markers: 146
  wl_um: 9352
global_route:
  grt_usage: 0.1472
  grt_max_degree: 33
  gr-total-overflow: 0
  grt_pass1_wl_um: 16300
  grt_pass1_vias: 3506
  antenna_found_initial: 0
run:
  warnings: 29
  maxCapViolations: 0
power:
  vdd_drop_max_uv: 171.2
  power.density_nw_per_um2: 270.8
  leakage_uw: 0.002304
min_path:
  hp-class: "register to register"
die:
  die_h_um: 120.5
  die_w_um: 120.5
  core-area_um2: 13450
  fp_util: 0.4176
  rows: 42
  boundaryPins: 14
  chipArea_um2: 14520
-- metal layers --
layer,up-vias,track usage
li1,1793,-
met5,-,0
met2,47,0.2428
met1,1726,0.2155
met3,4,0.03661
met4,0,0.01312
-- cell families (layout without fill, tap and decap cells) --
logic type,Yosys count,after routing,synth area share
AND/OR/NAND/NOR,210,210,0.2120
multiplexers,11,11,0.03519
XOR/XNOR,34,34,0.05301
AND-OR/OR-AND,43,43,0.04811
flip-flops,82,82,0.3813
adder cells (fa/ha/maj),65,65,0.2089
buffers and inverters,90,93,0.06147
-- report_power, final --
part / switching (uW) / internal [uW] / total [uW]
logic: 477 / 457 / 934
clock network: 115 / 174 / 289
registers: 55.3 / 392 / 448
-- final timing paths --
path | cells after the start | endpoint | startpoint | slack (ps)
max | 29 | scan.leds[6] | b[1] | 1320
min | 1 | scan.timer[0] | scan.timer[0] | 410
max reg2reg | 29 | scan.leds[6] | b[1] | 1320
min reg2reg | 1 | scan.timer[0] | scan.timer[0] | 410
-- placed cells by master (no fill, tap or decap), drive strengths merged, types with 16 or more instances in the layout --
master  Yosys  final
ha         17     17
nand2      37     37
or3        17     17
and2       59     59
edfxtp     50     50
xnor2      18     18
nor2       23     23
inv        60     60
a21oi      17     17
xor2       16     16
dfxtp      32     32
fa         48     48
nand3      20     20
-- through the flow --
step	total power [uW]	util	hold WS, ps	worst slack (ps)
floorplan	1146	-	379.6	1588
global placement	1412	0.4371	394.7	1342
detailed placement	1419	0.4371	397.8	1264
CTS	1718	0.4586	412.6	1235
global route	1869	0.4586	434.5	909.0
finish	1671	0.4586	414.1	1315
-- state kept, by name (all words and copies together), names as in the netlist --
name,cells
b,8
wait_states,32
scan.lcol,4
state,2
scan.timer,18
scan.leds,8
a,8
return_state,2
-- final cells by class --
| class | count | area [um2] | area share |
|---|---|---|---|
| repair buffers | 17 | 160.2 | 0.02596 |
| flip-flops and latches | 82 | 2142 | 0.3472 |
| clock inverters | 5 | 56.30 | 0.009126 |
| inverters | 60 | 225.2 | 0.03650 |
| well taps | 176 | 220.2 | 0.03569 |
| clock buffers | 11 | 232.7 | 0.03772 |
| multi-input cells | 363 | 3133 | 0.5078 |
Power and IR drop assume default switching activity.
